--- ./design.v ---
package cpu_types_pkg;
  parameter WORD_W    = 32;
  parameter WBYTES    = WORD_W/8;
  parameter OP_W      = 6;
  parameter REG_W     = 5;
  parameter SHAM_W    = REG_W;
  parameter FUNC_W    = OP_W;
  parameter IMM_W     = 16;
  parameter ADDR_W    = 26;
  parameter AOP_W     = 4;
  parameter ITAG_W    = 26;
  parameter IIDX_W    = 4;
  parameter IBLK_W    = 0;  
  parameter IBYT_W    = 2;
  parameter DTAG_W    = 26;
  parameter DIDX_W    = 3;
  parameter DBLK_W    = 1;
  parameter DBYT_W    = 2;
  parameter DWAY_ASS  = 2;
  typedef enum logic [OP_W-1:0] {
    RTYPE   = 6'b000000,
    J       = 6'b000010,
    JAL     = 6'b000011,
    BEQ     = 6'b000100,
    BNE     = 6'b000101,
    ADDI    = 6'b001000,
    ADDIU   = 6'b001001,
    SLTI    = 6'b001010,
    SLTIU   = 6'b001011,
    ANDI    = 6'b001100,
    ORI     = 6'b001101,
    XORI    = 6'b001110,
    LUI     = 6'b001111,
    LW      = 6'b100011,
    LBU     = 6'b100100,
    LHU     = 6'b100101,
    SB      = 6'b101000,
    SH      = 6'b101001,
    SW      = 6'b101011,
    LL      = 6'b110000,
    SC      = 6'b111000,
    HALT    = 6'b111111
  } opcode_t;
  typedef enum logic [FUNC_W-1:0] {
    SLL     = 6'b000000,
    SRL     = 6'b000010,
    JR      = 6'b001000,
    ADD     = 6'b100000,
    ADDU    = 6'b100001,
    SUB     = 6'b100010,
    SUBU    = 6'b100011,
    AND     = 6'b100100,
    OR      = 6'b100101,
    XOR     = 6'b100110,
    NOR     = 6'b100111,
    SLT     = 6'b101010,
    SLTU    = 6'b101011
  } funct_t;
  typedef enum logic [AOP_W-1:0] {
    ALU_SLL     = 4'b0000,
    ALU_SRL     = 4'b0001,
    ALU_ADD     = 4'b0010,
    ALU_SUB     = 4'b0011,
    ALU_AND     = 4'b0100,
    ALU_OR      = 4'b0101,
    ALU_XOR     = 4'b0110,
    ALU_NOR     = 4'b0111,
    ALU_SLT     = 4'b1010,
    ALU_SLTU    = 4'b1011
  } aluop_t;
  typedef logic [REG_W-1:0] regbits_t;
  typedef struct packed {
    opcode_t            opcode;
    logic [ADDR_W-1:0]  addr;
  } j_t;
  typedef struct packed {
    opcode_t            opcode;
    regbits_t           rs;
    regbits_t           rt;
    logic [IMM_W-1:0]   imm;
  } i_t;
  typedef struct packed {
    opcode_t            opcode;
    regbits_t           rs;
    regbits_t           rt;
    regbits_t           rd;
    logic [SHAM_W-1:0]  shamt;
    funct_t             funct;
  } r_t;
  typedef struct packed {
    logic [ITAG_W-1:0]  tag;
    logic [IIDX_W-1:0]  idx;
    logic [IBYT_W-1:0]  bytoff;
  } icachef_t;
  typedef struct packed {
    logic [DTAG_W-1:0]  tag;
    logic [DIDX_W-1:0]  idx;
    logic [DBLK_W-1:0]  blkoff;
    logic [DBYT_W-1:0]  bytoff;
  } dcachef_t;
  typedef logic [WORD_W-1:0] word_t;
  typedef enum logic [1:0] {
    FREE,
    BUSY,
    ACCESS,
    ERROR
  } ramstate_t;
endpackage
import cpu_types_pkg::*;
module pc(
input logic CLK, input logic nRST,
input logic [31:0] nextAddr, 
output logic [31:0] pcAddr
);
always_ff @(posedge CLK, negedge nRST)
  if(nRST==0) begin
    pcAddr<='0;
  end else begin
    pcAddr<=nextAddr;
  end
endmodule
--- ./run.sh ---
#!/bin/bash
# OpenROAD 26Q1-2900-gdf79404cd8, Yosys 0.63+post, stock flow scripts
make -C /OpenROAD-flow-scripts/flow DESIGN_CONFIG=/design/flow/config.mk WORK_HOME=/design/flow/orfs finish
--- ./config.mk ---
export PLATFORM = sky130hd
export DESIGN_NAME = pc
export DESIGN_NICKNAME = pc
export VERILOG_FILES = /design/flow/design.v
export SDC_FILE = /design/flow/constraint.sdc
export NUM_CORES = 4
export LEC_CHECK = 1
export CORE_AREA = 10 10 88 88
export DIE_AREA = 0 0 98 98
--- ./constraint.sdc ---
current_design pc

set clk_period 1.0
set clk_io_pct 0.2

create_clock -name clk0 -period $clk_period [get_ports {CLK}]

set non_clock_inputs [all_inputs -no_clocks]
set_input_delay [expr $clk_period * $clk_io_pct] -clock clk0 $non_clock_inputs
set_output_delay [expr $clk_period * $clk_io_pct] -clock clk0 [all_outputs]
==> results_dict.tcl <==
# flow metrics
set metrics [dict create \
    cpLargestDelayFamily "flip-flops" \
    p_int_uw 2070 \
    finalSetupViolCount 0 \
    rsz0062_at_grt "true" \
    power_density_nw_per_um2 1740 \
    nMultiInputCombCells 0 \
    synthToLayoutAreaGrowth_pct 86.4 \
    via_count 540 \
    power_frac_comb_pct 8.1 \
    biggestRegsByFlops "pcAddr x32" \
    violations "hold timing" \
    placed_cells 173 \
    initCoreUtil_pct 13.5 \
    power.share.switching_pct 20.6 \
    hold_ws_ps -144 \
    ys_chip_area_um2 801 \
    most-common-layout-cells "sky130_fd_sc_hd__buf_2, sky130_fd_sc_hd__clkdlybuf4s50_1, sky130_fd_sc_hd__dfrtp_1" \
    viasPerCell 2.98 \
    register_bit_count_reported_by_yosys 32 \
    detail_routed_net_length_per_standard_cell_um 13.7 \
    startpoint_type "flip-flop" \
    cts.htree.levels 2 \
    drt_drc_violations_left 0 \
    number_of_buffers_inserted_during_clock_tree_synthesis 5 \
    grt_pass1_wl_mm 3.76 \
    drt_wl_total_mm 2.49 \
    worstPathBufferInverterCount 1 \
    ys_cells 32 \
    core.rowCount 28 \
    path_clk_slew_ps 70 \
    critical_path.max_stage_delay_ps 370 \
    cpMaxStageDelayCell "sky130_fd_sc_hd__dfrtp_1" \
    drv_slew 0 \
    crit_arrival_ps 760 \
    grt_use_total_pct 5.02 \
    p_leak_uw 0.000688 \
    timing.max_slew.rel_slack_pct 88.0 \
    via_count_of_the_first_global_routing_pass 609 \
    post_layout_nonfiller_instances 181 \
    cts_tree "done" \
    yosysTopAreaCellShare_pct 100 \
    grt_max_degree 33 \
    die_width_um 98 \
    post_synth.cell_area_avg_um2 25.0 \
    chip_area_um2 9600 \
    cp-end-kind "output port" \
    yosys_warnings 1 \
    timing.final.hold_violations 32 \
    largest_register_ffs 32 \
    peakVddDrop_uv 423 \
    largest_area_cell "sky130_fd_sc_hd__dfrtp_1" \
    final-comb-area_um2 0 \
    final.period_utilization_pct 95.8 \
    overflow 0 \
    drive_above_1_share_pct 39.6 \
    period_needed_ps 958 \
    detailedRoute.firstPassIterationCount 1 \
    net_switching_uw 536 \
    die_y_um 98 \
    clock-sinks 32 \
    timing.critical_path.cells "buf_2" \
    max_cap_violations 0 \
    warnings 28 \
    post_synth_main_area_contributors "sky130_fd_sc_hd__dfrtp_1" \
    power_uw 2600 \
    tightest_slew_ps 180 \
    core_um2 5920 \
    grt_antenna_before_repair 0 \
    max_freq_ghz 1.04 \
    synth.cell_area_um2 801 \
    maximum_buffer_depth_of_the_clock_tree 2 \
    antenna_cell_count 0 \
    largest-register "pcAddr" \
    status "finished, violations left" \
    synth_cell_types 1 \
    clockPowerShare_pct 39.2 \
    final_layout_top_logic_cell "sky130_fd_sc_hd__buf_2" \
    yosysSeqAreaShare_pct 100 \
    gp_routability_congestion 0.782 \
    detailedRoute.firstIterationViolations 0 \
    cp_data_required_time_ps 800 \
    critPathMaxFanout 1 \
    post-dp-hpwl_mm 1.98 \
    port_buffers 65 \
    sequential_fraction_of_design_power_pct 52.7 \
    ioPinCount 66 \
    hold_class "in2async" \
    clock_root_cell "sky130_fd_sc_hd__clkbuf_8" \
    synth_cells 32 \
    cp_class "reg2out" \
    antenna_violating_nets_post_route 0 \
]
[metal layers]
metal / GRT usage (%) / share of wire [%]
met4: 1.34 / 2.9
met3: 3.77 / 16
met2: 7.06 / 44
met1: 5.91 / 37
met5: 0 / 0
[synthesized netlist by cell type, drive strengths merged]
cell type	number
dfrtp	32
[path summary, 6_finish.rpt]
path	to	cells past startpoint	slack, ps	start
setup / recovery	pcAddr[30]	1	40	pcAddr[30]$_DFF_PN0_
hold / removal	pcAddr[3]$_DFF_PN0_	2	-140	nRST
max in group asynchronous	pcAddr[13]$_DFF_PN0_	2	960	nRST
min in group clk0	pcAddr[17]$_DFF_PN0_	1	350	nextAddr[17]
[metrics by stage]
stage	setup WS (ps)	area (um2)	hold slack, ps	setup TNS, ps	utilization, %
floorplan	488	801	-95.6	0	-
CTS	18.9	1490	-141	0	25.2
finish	42.1	1490	-144	0	25.2
detailed placement	8.59	1560	173	0	26.4
global placement	6.48	1560	165	0	26.4
global route	-7.40	1490	-146	-14.5	25.2
[power groups by stage]
stage / clock network, uW / registers (uW) / logic, uW
CTS: 1080 / 1370 / 221
global route: 1160 / 1380 / 237
finish: 1020 / 1370 / 211
[cells by family (layout without fill, tap and decap cells)]
| group | after synthesis | after routing | share of synthesized area, % |
|---|---|---|---|
| buffers and inverters | 0 | 74 | 0 |
| DFF | 32 | 32 | 100 |
[cell type report]
| class | count | area [um2] |
|---|---|---|
| fill | 628 | 4430 |
| timing repair buffer | 66 | 505 |
| tap | 75 | 93.8 |
| clock inverter | 2 | 10.0 |
| clock buffer | 6 | 82.6 |
| sequential | 32 | 801 |
[repair_timing]
action | CTS | global route
pin swaps | 0 | 0
setup buffers | 0 | 0
endpoints found under the setup margin | 32 | 3
hold endpoints to repair | 32 | 32
resized | 99 | 0
